File: ./config.mk
export PLATFORM = sky130hd
export DESIGN_NAME = SET
export DESIGN_NICKNAME = SET
export VERILOG_FILES = /design/flow/design.v
export SDC_FILE = /design/flow/constraint.sdc
export NUM_CORES = 4
export LEC_CHECK = 1
export CORE_UTILIZATION = 50
File: ./constraint.sdc
current_design SET

set clk_period 5.2
set clk_io_pct 0.2

create_clock -name clk0 -period $clk_period [get_ports {clk}]

set non_clock_inputs [all_inputs -no_clocks]
set_input_delay [expr $clk_period * $clk_io_pct] -clock clk0 $non_clock_inputs
set_output_delay [expr $clk_period * $clk_io_pct] -clock clk0 [all_outputs]
File: ./design.v
module SET ( clk , rst, en, central, radius, mode, busy, valid, candidate );
input clk, rst;
input en;
input [23:0] central;
input [11:0] radius;
input [1:0] mode;
output busy;
output valid;
output [7:0] candidate;
reg busy;
reg valid;
reg [7:0] candidate;
reg [4:0] current_state,next_state;
parameter INIT = 4'd0;
parameter IDLE = 4'd1;
parameter COMMAND = 4'd2;
parameter OP_0 = 4'd3;
parameter OP_1 = 4'd4;
parameter OP_2 = 4'd5;
parameter OP_3 = 4'd6;
parameter OP_4 = 4'd7;
parameter OP_5 = 4'd8;
parameter RESULT = 4'd9;
reg signed [3:0] x1,y1,x2,y2,x3,y3,r1,r2,r3;
reg [1:0] mode_buffer;
always@(posedge clk or posedge rst)
begin
    if(rst) 
    begin
        x1 <= 4'd0;
        y1 <= 4'd0;
        x2 <= 4'd0;
        y2 <= 4'd0;
        x3 <= 4'd0;
        y3 <= 4'd0;
        r1 <= 4'd0;
        r2 <= 4'd0;
        r3 <= 4'd0;
    end
    else if(current_state == COMMAND)
    begin
        x1 <= central[23:20];
        y1 <= central[19:16];
        x2 <= central[15:12];
        y2 <= central[11:8];
        x3 <= central[7:4];
        y3 <= central[3:0];
        r1 <= radius[11:8];
        r2 <= radius[7:4];
        r3 <= radius[3:0];
    end
end
always@(posedge clk or posedge rst)
begin
    if(rst) mode_buffer <= 2'd0;
    else if(current_state == COMMAND) mode_buffer <= mode;
end
reg signed [3:0] x,y;
always@(posedge clk or posedge rst)
begin
    if(rst) current_state <= IDLE;
    else current_state <= next_state;
end
always@(*)
begin
    case(current_state)
    IDLE: 
    begin
        if(!en) next_state = IDLE;
        else next_state = COMMAND;
    end
    COMMAND:
    begin
        next_state = OP_0;
    end
    OP_0:
    begin
    	next_state = OP_1;
    end
    OP_1: 
    begin
	    next_state = OP_2;
    end
    OP_2:
    begin
	    next_state = OP_3;
    end
    OP_3:
    begin
	    next_state = OP_4;
    end
    OP_4:
    begin
	    next_state = OP_5;
    end
    OP_5:
        if(x == 4'd8 && y == 4'd8) next_state = RESULT;
        else next_state = OP_0;
    RESULT:
    begin
        next_state = IDLE;
    end
    default: next_state = IDLE;
    endcase
end
always@(posedge clk or posedge rst)
begin
    if(rst) busy <= 1'd0;
    else if(next_state == COMMAND && next_state == OP_0 && next_state == RESULT) busy <= 1'd1;
    else busy <= 1'd0;
end
always@(posedge clk or posedge rst)
begin
    if(rst) valid <= 1'd0;
    else if(next_state == RESULT) valid <= 1'd1;
    else valid <= 1'd0;
end
reg signed [3:0] x_a,y_b;
reg signed [8:0] a,b; 
reg signed [8:0] r1pow2;
reg signed [8:0] r2pow2;
reg signed [8:0] r3pow2;
reg signed [8:0] a_add_b;
reg union_A,union_B,union_C;
always@(posedge clk or posedge rst)
begin
    if(rst)
    begin
        x_a <= 4'd0;
        y_b <= 4'd1;
        a <= 9'd0;
        b <= 9'd0;
        union_A <= 1'd0;
        union_B <= 1'd0;
        union_C <= 1'd0;
    end
    else if(current_state == OP_0)
    begin
	    x_a <= x-x1;  
    	y_b <= y-y1;
    end
    else if(current_state == OP_1)
    begin    
    	a <= x_a*x_a;  
    	b <= y_b*y_b;
        x_a <= x-x2;  
    	y_b <= y-y2;
    end
    else if(current_state == OP_2)
    begin
    	union_A <= ( (a+b) <= r1pow2 );  
        a <= x_a*x_a;  
    	b <= y_b*y_b;
        x_a <= x-x3;  
    	y_b <= y-y3;
    end
    else if(current_state == OP_3)
    begin
        union_B <= ( (a+b) <= r2pow2 );  
        a <= x_a*x_a;  
    	b <= y_b*y_b;
    end
    else if(current_state == OP_4)
    begin
        union_C <= ( (a+b) <= r3pow2 );  
    end
    else if(current_state == OP_5)
    begin
    end
end
always@(*)
begin
    case(r1)
    4'd0: r1pow2 = 8'd0;
    4'd1: r1pow2 = 8'd1;
    4'd2: r1pow2 = 8'd4;
    4'd3: r1pow2 = 8'd9;
    4'd4: r1pow2 = 8'd16;
    4'd5: r1pow2 = 8'd25;
    4'd6: r1pow2 = 8'd36;
    4'd7: r1pow2 = 8'd49;
    4'd8: r1pow2 = 8'd64;
    default: r1pow2 = 8'd0; 
    endcase
end
always@(*)
begin
    case(r2)
    4'd0: r2pow2 = 8'd0;
    4'd1: r2pow2 = 8'd1;
    4'd2: r2pow2 = 8'd4;
    4'd3: r2pow2 = 8'd9;
    4'd4: r2pow2 = 8'd16;
    4'd5: r2pow2 = 8'd25;
    4'd6: r2pow2 = 8'd36;
    4'd7: r2pow2 = 8'd49;
    4'd8: r2pow2 = 8'd64;
    default: r2pow2 = 8'd0; 
    endcase
end
always@(*)
begin
    case(r3)
    4'd0: r3pow2 = 8'd0;
    4'd1: r3pow2 = 8'd1;
    4'd2: r3pow2 = 8'd4;
    4'd3: r3pow2 = 8'd9;
    4'd4: r3pow2 = 8'd16;
    4'd5: r3pow2 = 8'd25;
    4'd6: r3pow2 = 8'd36;
    4'd7: r3pow2 = 8'd49;
    4'd8: r3pow2 = 8'd64;
    default: r3pow2 = 8'd0; 
    endcase
end
always@(posedge clk or posedge rst)
begin
    if(rst) candidate <= 8'd0; 
    else if(current_state == OP_3 && mode_buffer == 2'b00)
    begin
        if(union_A) candidate <= candidate + 8'd1;
    end
    else if(current_state == OP_4 && mode_buffer == 2'b01)
    begin
        if(union_A && union_B) candidate <= candidate + 8'd1;
    end
    else if(current_state == OP_5 && mode_buffer == 2'b10)
    begin
        if( (union_A && !union_B) || (!union_A && union_B)) candidate <= candidate + 8'd1;
    end
    else if(current_state == OP_5 && mode_buffer == 2'b11)
    begin
        if( !(union_A && union_B && union_C) )
        begin
            if( (union_A && union_B) || (union_B && union_C) || (union_C && union_A))
            begin
                candidate <= candidate + 8'd1;
            end
        end
    end
    else if(current_state == RESULT) candidate <= 8'd0;
end
always@(posedge clk or posedge rst)
begin
    if(rst) x <= 4'd1;
    else if(current_state == OP_5 && x == 4'd8) x <= 4'd1;
    else if(current_state == OP_5) x <= x + 4'd1;
    else if(current_state == RESULT) x <= 4'd1;
end
always@(posedge clk or posedge rst)
begin
    if(rst) y <= 4'd1;
    else if(current_state == OP_5 && x == 4'd8) y <= y + 4'd1;
    else if(current_state == RESULT) y <= 4'd1;
end
endmodule
File: ./run.sh
#!/bin/bash
# OpenROAD 26Q1-2900-gdf79404cd8, Yosys 0.63+post, stock flow scripts
make -C /OpenROAD-flow-scripts/flow DESIGN_CONFIG=/design/flow/config.mk WORK_HOME=/design/flow/orfs finish
==> summary.txt <==
On the backend side, the flow ran end to end.

Of the combinational cells, the family taking the most area is adder cells. The post-synth tally of flip-flops with integrated enable stands at 0. The length of routed met2 wiring stands at 4.68 mm. The transition at the pin with the smallest max-transition slack stands at 0.728 ns. The async set or reset register ratio after synthesis stands at 1.00. Per the synth stats, the flop cell with the highest instance count is sky130_fd_sc_hd__dfrtp_1. The portion of netlist area occupied by mux cells stands at 0.0943.

The weighted congestion at the end of routability-driven global placement stands at 0.808. In this run, the number of DRC markers left after iteration 0 of detailed routing was 195. The most critical min-delay path falls under flip-flop to flip-flop. For reference, the clock transition at the flip-flops on the worst setup and hold paths is 0.06 ns. The height of the die stands at 109 um. The post-synthesis instance total stands at 560.

The floorplan row count stands at 38. The total of hold buffers inserted after clock tree synthesis stands at 0. Counting only logic cells after layout, the most numerous master is sky130_fd_sc_hd__dfrtp_1. The area overhead of the layout relative to synthesis stands at 17.0%. STA lists the maximum fanout along the critical path as 9. Of the total synthesized cell area, the portion taken by AND-OR and OR-AND cells is 0.121.

After floorplanning, the die was sized to cover 11800 um2. The run finished with clean final reports. The number of nets with antenna violations after routing stands at 0. Per the final layout report, the fraction of cells sized above drive strength 1 comes to 0.117. The post-synthesis simple-gate area fraction stands at 0.150. Summing all placed instances gives a cell area of 6330 um2.

After synthesis, the mean cell area works out to 10.2 um2. The final setup violation count stands at 0. The sequential area share after synthesis stands at 0.396. The slew check shows that the tightest pin keeps a relative margin of 0.508. After synthesis, the chip area reported by Yosys is 5690 um2. Per the final report, max-transition violations number 0.

The share of the synthesized area in the top cell type stands at 0.378. The post-synthesis adder-cell area fraction stands at 0.163. The final timing report gives a worst setup slack of 2.07 ns. By instance count after routing, the leading logic cell types are sky130_fd_sc_hd__dfrtp_1, sky130_fd_sc_hd__nand2_1, sky130_fd_sc_hd__ha_1, sky130_fd_sc_hd__clkdlybuf4s50_1, sky130_fd_sc_hd__mux2_2. The internal power consumption stands at 1.16 mW. The wire length after detailed routing stands at 10.7 mm. The CTS H-tree depth stands at 3. Looking at the clock tree report, the root buffer type is sky130_fd_sc_hd__clkbuf_16. The net switching component of the power stands at 0.291 mW. In this run the cell area of the synthesized design comes to 5690 um2.

The worst hold slack after final layout stands at 0.480 ns. The post-detailed-route DRC marker count stands at 0. sky130_fd_sc_hd__dfrtp_1 takes more of the synthesized area than any other cell. The report lists the power per cell area as 218 nW/um2. In this run the tools logged warnings totalling 29. The routed length on met3 stands at 446 um.

The switching share of power stands at 0.200. The worst setup path is of the flip-flop to flip-flop kind. Setup repair after global routing left no endpoint under its margin. The gate-level netlist out of Yosys references 58 unique cell types.

The initial utilization of the core area, before any placement, comes to 0.518. The antenna diode count stands at 0. The setup TNS stands at 0 ns. After global routing the overflow that remains totals 0.

Post-CTS timing repair inserted 0 buffers for setup. The detailed-route vias per instance stands at 5.35. The global routing report lists combined usage of all routing layers as 0.202. The maximum clock skew at final layout stands at 0.00449 ns. The total non-filler cell area in the finished layout stands at 6660 um2. The count of synthesis-stage warnings from yosys stands at 1. The placeable core area stands at 11000 um2. The synthesized design contains 90 register bits. In this run, post-CTS repair resized a total of 0 instances. The count of clock tree sinks stands at 90.

The global-route wire length before repair stands at 18.0 mm. The number of global-route vias before repair is 3840. The worst setup path is captured at a flip-flop. TritonCTS built the clock tree. According to the floorplan report, the die width is 109 um. The overall via count from detail_route stands at 4032.

After filler insertion, the fill cell instance count of the layout stands at 912. The TritonCTS buffer count stands at 9. The number of hold violations in the final report stands at 0.

The max-cap check violation count stands at 0. The highest metal layer carrying signal wires in the routed design is met4. The initial antenna violation count stands at 0.

The I/O pin count stands at 51. The share of total power dissipated in the clock network is 0.487. Of the total power, registers draw 0.482. Data arrives at the worst endpoint at 3.35 ns. The count of instantiated cells in the yosys netlist stands at 560.

The later pin in the worst-skew pair is clocked with a latency of 0.34 ns. Ranked by total cell area, the synthesized netlist is headed by sky130_fd_sc_hd__dfrtp_1, sky130_fd_sc_hd__ha_1, sky130_fd_sc_hd__mux2_2. Per the CTS log, the buffer count on the longest clock path is 2. The worst setup path is launched from a flip-flop. The iteration tally of the first detailed-router pass stands at 7. The placed wire-length estimate after detailed placement stands at 8.09 mm. The share of power burned in combinational logic stands at 0.031. Based on the critical path, the design can be clocked at up to 319 MHz. The static leakage stands at 3.29 nW.

The placement report lists the number of port buffers as 50. The largest net degree at the start of global routing stands at 40. Per the detail_route report, routed wire per instance is 14.1 um. In the per-layer breakdown of the detailed-route log, met1 shows 5.38 mm. Looking at the VDD voltage map, the peak drop is 0.252 mV. STA on the placed design reports a worst setup slack of 2.07 ns.

The xor and xnor area share after synthesis stands at 0.0413. Dividing the final minimum period by the clock period gives 0.603. The required time of the worst setup path stands at 5.41 ns. The smallest clock period supported by the final layout is computed as 3.13 ns.
==> sequential cells by signal, summed over array words and instances, names as in the netlist, 7 cells and up <==
signal         flops
current_state      9
a                  7
candidate          8
b                  7
==> metal layers <==
layer,global-route usage,vias up
li1,-,2057
met3,0.0402,10
met2,0.301,77
met1,0.327,1888
met5,0,-
met4,0.0261,0
==> worst paths after layout <==
kind	endpoint	slack (ns)	from	cells past startpoint
max in group asynchronous	y_b[0]	3.27	rst	3
min in group asynchronous	r3[0]	1.10	rst	2
worst min register to register	b[0]	0.48	b[0]	2
worst min-delay path	b[0]	0.48	b[0]	2
worst max-delay path	a[7]	2.07	x_a[1]	10
worst max register to register	a[7]	2.07	x_a[1]	10
==> synthesized netlist by cell type (all sizes together), types with 9 or more instances <==
| cell type | number |
|---|---|
| a21o | 9 |
| nand2b | 14 |
| nor2 | 35 |
| mux2i | 12 |
| fa | 15 |
| mux2 | 37 |
| dfrtp | 86 |
| inv | 35 |
| a21oi | 29 |
| nand3b | 10 |
| ha | 50 |
| nand2 | 61 |
| o21ai | 34 |
| xnor2 | 17 |
| xor2 | 9 |
==> logic make-up after synthesis <==
group | Yosys count
AND/OR/NAND/NOR | 170
other | 1
flip-flops | 90
adder cells (fa/ha/maj) | 65
buffers and inverters | 50
XOR/XNOR | 26
AND-OR/OR-AND | 109
multiplexers | 49
==> worst max-delay path: stages, from the launching register on <==
cell and delay [ns]:
sky130_fd_sc_hd__dfrtp_1 0.45, sky130_fd_sc_hd__nand2b_1 0.19, sky130_fd_sc_hd__fa_1 0.49, sky130_fd_sc_hd__inv_1 0.05, sky130_fd_sc_hd__fa_1 0.45, sky130_fd_sc_hd__ha_1 0.35
sky130_fd_sc_hd__fa_1 0.46, sky130_fd_sc_hd__a21o_1 0.17, sky130_fd_sc_hd__a21oi_1 0.17, sky130_fd_sc_hd__xnor2_1 0.14, sky130_fd_sc_hd__o21ai_0 0.08
==> layout make-up <==
cell class	instances	area, um2	area share
clock buffer	10	239	0.0359
multi-input combinational	420	3250	0.487
clock inverter	6	88.8	0.0133
inverter	35	133	0.0199
tap	140	175	0.0263
sequential	90	2260	0.339
timing repair buffer	53	523	0.0785
==> through the flow <==
step | power, mW | utilization | std cells
finish | 1.45 | 0.607 | 754
global route | 1.51 | 0.607 | 754
CTS | 1.47 | 0.607 | 754
detailed placement | 0.761 | 0.577 | 738
global placement | 0.760 | 0.577 | 738
floorplan | 0.724 | - | 560
==> power groups by stage <==
stage         Sequential (mW)  Combinational (mW)  Clock, mW
global route            0.700              0.0507      0.758
CTS                     0.701              0.0471      0.726
finish                  0.701              0.0452      0.709
Power is estimated from default activity; no workload was simulated.
